[flow/design.v]
`timescale 1ns/1ps  
module alu
	#(parameter N = 32)
	(a, b, aluControl, shamt, aluResult, zero);
	input logic [N-1:0] a, b;
	input logic [3:0] aluControl;
	input logic [4:0] shamt;
	output logic [N-1:0] aluResult;
	output logic zero;
	assign zero = (aluResult == 0);
	always_comb
		case (aluControl)
			0: aluResult = a + b;
			1: aluResult = a - b;
			2: aluResult = a & b;
			3: aluResult = a | b;
			4: aluResult = ~(a | b);
			5: begin
			 if (a[N-1] && !b[N-1])
			     aluResult = 1;
			 else if (!a[N-1] && !b[N-1])
			     aluResult = a[N-2: 0] < b[N-2: 0];
			 else if (a[N-1] && b[N-1]) begin
			     aluResult = b[N-2:0] < a[N-2:0];
			 end else
			     aluResult = 0;
			end
			6: aluResult = b << shamt;
			7: aluResult = b >> shamt;
			8: aluResult = a && b;
			default: aluResult = a;
		endcase
endmodule
`timescale 1ns/1ps  
module alu_control (funct, aluop, alucontrol);
	input logic [5:0] funct;
	input logic [2:0] aluop;
	output logic [3:0] alucontrol;
	always_comb
		case (aluop)
			3'b000:	alucontrol = 4'b0000;
			3'b001:	alucontrol = 4'b0001;
			3'b010:	case(funct)
							6'b000000: alucontrol = 4'b0110;
							6'b000010: alucontrol = 4'b0111;
							6'b100000: alucontrol = 4'b0000;
							6'b100001: alucontrol = 4'b0000;
							6'b100010: alucontrol = 4'b0001;
							6'b100011: alucontrol = 4'b0001;
							6'b100100: alucontrol = 4'b0010;
							6'b100101: alucontrol = 4'b0011;
							6'b100111: alucontrol = 4'b0100;
							6'b101010: alucontrol = 4'b0101;
							6'b101011: alucontrol = 4'b0101;
							default: alucontrol = 4'b0000;
						endcase
			3'b011: 	alucontrol = 4'b1000;
			3'b100:	alucontrol = 4'b0000;
			3'b101:	alucontrol = 4'b0101;
			3'b110:	alucontrol = 4'b0010;
			3'b111:	alucontrol = 4'b0011;
		endcase
endmodule
`timescale 1ns/1ps  
module mips_control(clk, reset, op, memwrite, memread, alusrca, alusrcb, pcwrite, pcwriteCond, pcsource, memtoreg, regdst, iord, regwrite, irwrite, aluop);
	input logic clk, reset;
	input logic [5:0] op;
	output logic memwrite, memread, alusrca, pcwrite, pcwriteCond, memtoreg, regdst, iord, regwrite, irwrite;
	output logic [1:0] alusrcb, pcsource;
	output logic [2:0] aluop;
	typedef enum logic [3:0] {IF, ID, EXI, RCI, MAC, MAR, MAW, WB, EX, RC, BC, BNC, JC} statetype;
	statetype CS, NS;
	always_ff @(posedge clk)
	begin: state_ffs
		if (reset) CS <= IF;
		else CS <= NS;
	end  
	always_comb
	begin: state_table
		case (CS)
			IF: 	NS = ID;
			ID: 	casez (op)
						6'b000000: 	NS = EX;
						6'b1?????: 	NS = MAC;
						6'b000100: 	NS = BC;
						6'b000101:	NS = BNC;
						6'b00001?: 	NS = JC;
						6'b001???:	NS = EXI;
						default:		NS = IF;
					endcase
			MAC:	if (op[3]) NS = MAW;
					else NS = MAR;
			MAR:	NS = WB;
			MAW:	NS = IF;
			WB:	NS = IF;
			EX:	NS = RC;
			EXI:	NS = RCI;
			RC:	NS = IF;
			RCI:	NS = IF;
			BC:	NS = IF;
			BNC:	NS = IF;
			JC:	NS = IF;
		default: NS = IF;
		endcase
	end
	always_comb
	begin: aluop_table
		case (CS)
			IF:	aluop = 3'b000;
			ID:	aluop = 3'b000;
			MAC:	aluop = 3'b000;
			MAR:	aluop = 3'b000;
			MAW:	aluop = 3'b000;
			WB:	aluop = 3'b000;
			EX:	aluop = 3'b010;
			EXI:	case (op[2:0])
						3'b000:	aluop = 3'b100;
						3'b100:	aluop = 3'b110;
						3'b101:	aluop = 3'b111;
						3'b010:	aluop = 3'b101;
					default: aluop = 3'b000;
					endcase
			RC:	aluop = 3'b010;
			RCI:	case (op[2:0])
						3'b000:	aluop = 3'b100;
						3'b100:	aluop = 3'b110;
						3'b101:	aluop = 3'b111;
						3'b010:	aluop = 3'b101;
					default: aluop = 3'b000;
					endcase
			BC:	aluop = 3'b001;
			BNC:	aluop = 3'b011;
			JC:	aluop = 3'b000;
		default:	aluop = 3'b111;
		endcase
	end
	assign memwrite = 	(CS == MAW);
	assign memread = 		(CS == IF) || (CS == MAR) || (CS == WB);
	assign pcwrite = 		(CS == IF) || (CS == JC);
	assign pcwriteCond=	(CS == BC) || (CS == BNC);
	assign memtoreg = 	(CS == WB);
	assign regdst = 		(CS == RC);
	assign iord = 			(CS > MAC) && (CS < EX);
	assign regwrite =		(CS == RC) || (CS == RCI) || (CS == WB);
	assign irwrite = 		(CS == IF);
	assign alusrca =		(CS > ID) && (CS < JC);
	assign alusrcb = 		((CS > WB) && (CS < JC)) ? 2'b00 :
								((CS > ID) && (CS < EX)) ? 2'b10 :
								(CS == ID) ? 2'b11:
								2'b01;	
	assign pcsource =		(CS == JC) ? 2'b10 :
								((CS == BC) || (CS == BNC)) ? 2'b01 :
								2'b00;
endmodule
`timescale 1ns/1ps  
module mips_datapath (clk, reset, memdata, alusrca, alusrcb, pcwrite, pcwriteCond, pcsource, memtoreg, regdst, iord, regwrite, irwrite, alucontrol,
								addr, writedata, op, zero, funct);
	input logic clk, reset, alusrca, pcwrite, pcwriteCond, memtoreg, regdst, iord, regwrite, irwrite;
	input logic [1:0] alusrcb, pcsource;
	input logic [3:0] alucontrol;
	input logic [31:0] memdata;
	output logic zero;
	output logic [5:0] op, funct;
	output logic [31:0] addr, writedata;
	logic [31:0] pcIn, pcOut, instruct, memOut, aluInA, aluInB, aluOut, Ain, Aout, Bin, Bout, wrData, aluResult;
	logic [4:0] wrAddr, shamt;
	logic pc_enable, pcen;
	assign pcen = pcwriteCond & zero;
	assign pc_enable = pcwrite | pcen;
	register #(32) PC(clk, reset, pc_enable, pcIn, pcOut);
	register #(32) IR(clk, reset, irwrite, memdata, instruct); 
	register #(32) MDR(clk, reset, 1'b1, memdata, memOut);
	register #(32) A(clk, reset, 1'b1, Ain, Aout);
	register #(32) B(clk, reset, 1'b1, Bin, Bout);
	reg_file Registers(clk, regwrite, instruct[25:21], instruct[20:16], wrAddr, Ain, Bin, wrData);
	assign wrAddr = (regdst) ? instruct[15:11] : instruct[20:16];
	assign wrData = (memtoreg) ? memOut : aluOut;
	assign shamt = instruct[10:6];
	assign aluInA = (alusrca) ? Aout : pcOut;
	assign aluInB = (alusrcb == 2'b00) ? Bout : 
							(alusrcb == 2'b10) ? {16'h0000,instruct[15:0]} :
							(alusrcb == 2'b11) ? {16'h0000,instruct[15:0]} : 32'd1;
	alu m_alu (aluInA, aluInB, alucontrol, shamt, aluResult, zero);
	register #(32) aluOutReg(clk, reset, 1'b1, aluResult, aluOut);
	assign pcIn = (pcsource == 2'b00) ? aluResult :
						(pcsource == 2'b01) ? aluOut :
						(pcsource == 2'b10) ? {6'd0,instruct[25:0]}: 32'd0;
	assign op = instruct[31:26];
	assign funct = instruct[5:0];
	assign addr = (iord) ? aluOut : pcOut;
	assign writedata = Bout;
endmodule
module mips_processor (clk, reset, memdata, addr, memread, memwrite, writedata);
	input logic clk, reset;
	input logic [31:0] memdata;
	output logic memread, memwrite;
	output logic [31:0] addr, writedata;
	logic alusrca, pcwrite, pcwriteCond, memtoreg, regdst, iord, regwrite, irwrite, zero;
	logic [1:0] alusrcb, pcsource;
	logic [2:0] aluop;
	logic [3:0] alucontrol;
	logic [5:0] op, funct;
	mips_control control(clk, reset, op, memwrite, memread, alusrca, alusrcb, pcwrite, pcwriteCond, pcsource, memtoreg, regdst, iord, regwrite, irwrite, aluop);
	alu_control a_control(funct, aluop, alucontrol);
	mips_datapath datapath(clk, reset, memdata, alusrca, alusrcb, pcwrite, pcwriteCond, pcsource, memtoreg, regdst, iord, regwrite, irwrite, alucontrol,
								addr, writedata, op, zero, funct);
endmodule
`timescale 1ns/1ps  
module reg_file
	#(parameter N=5, M=32)
	(clk, we, rdAddr0, rdAddr1, wrAddr, rdData0, rdData1, wrData);
	input logic clk, we;
	input logic[N-1:0] rdAddr0, rdAddr1, wrAddr;
	input logic[M-1:0] wrData;
	output logic [M-1:0] rdData0, rdData1;
	logic [M-1:0] mem[2**N-1:0];
	always @(posedge clk)
		if (we) mem[wrAddr] = wrData;
	assign rdData0 = (rdAddr0 == 0) ? 0 : mem[rdAddr0];
	assign rdData1 = (rdAddr1 == 0) ? 0 : mem[rdAddr1];
endmodule
module register
	# (parameter width = 16)
	(input logic clk, reset, load_en,
		input logic [width-1:0] D,
		output logic [width-1:0] Q);
		always_ff @(posedge clk)
			if (reset) Q = 0;
			else if (load_en) Q = D;
endmodule
[flow/run.sh]
#!/bin/bash
# OpenROAD 26Q1-2900-gdf79404cd8, Yosys 0.63+post, stock flow scripts
make -C /OpenROAD-flow-scripts/flow DESIGN_CONFIG=/design/flow/config.mk WORK_HOME=/design/flow/orfs finish
[flow/config.mk]
export PLATFORM = sky130hd
export DESIGN_NAME = mips_processor
export DESIGN_NICKNAME = mips_processor
export VERILOG_FILES = /design/flow/design.v
export SDC_FILE = /design/flow/constraint.sdc
export NUM_CORES = 4
export LEC_CHECK = 1
export CORE_UTILIZATION = 30
[flow/constraint.sdc]
current_design mips_processor

set clk_period 33.4
set clk_io_pct 0.2

create_clock -name clk0 -period $clk_period [get_ports {clk}]

set non_clock_inputs [all_inputs -no_clocks]
set_input_delay [expr $clk_period * $clk_io_pct] -clock clk0 $non_clock_inputs
set_output_delay [expr $clk_period * $clk_io_pct] -clock clk0 [all_outputs]
==> flow_summary.json <==
{
  "topCellsByArea": "edfxtp_1 47%, mux4_2 16%, dfxtp_1 6.3%, mux2i_1 4.5%, mux2_2 2.9%",
  "ys_seq_share_pct": 53.2,
  "power_per_cell_area_nw_per_um2": 61.6,
  "crit_start": "control.CS[8]$_DFF_P_",
  "holdWs_ns": 0.506,
  "largest_area_cell": "edfxtp_1",
  "cp.buffers_inverters": 3,
  "grt_pass1_vias": 48500,
  "ys_area_um2": 65500,
  "drt_wl_total_mm": 274,
  "xor_share_pct": 0.615,
  "period_needed_ns": 10.90,
  "vias_per_cell": 6.02,
  "period_used_pct": 32.6,
  "async_reset_ff_share_pct": 0,
  "clock-root-buffer": "clkbuf_16",
  "antenna_left": 0,
  "worstPathArrival_ns": 4.22,
  "clkTransAtPathRegs_ns": 0.06,
  "top_cells_by_count": "1024 x edfxtp_1, 474 x mux4_2, 314 x nor2_1, 293 x mux2i_1, 266 x clkbuf_1",
  "synth_adder_area_share_pct": 2.43,
  "top_cell_area_share_pct": 47.0,
  "port_buffers": 99,
  "p_leak_nw": 24.4,
  "path_cells": "or4_1 > buf_4 > nor2_1 > a21boi_4 > buf_4 > mux2_2 > clkdlybuf4s50_1",
  "cts_tree": "built",
  "clock_latency_ns": 0.80,
  "crit_path_start_kind": "flop",
  "worst_pin_slew_ns": 1.03,
  "edf_count": 1024,
  "ios": 100,
  "dieHeight_um": 469,
  "area_delta_synth_final_pct": 14.7,
  "worstPathRequired_ns": 26.72,
  "max_freq_ghz": 0.0917,
  "rows": 171,
  "cp_slowest_cell": "dfxtp_1",
  "fill_cells": 20700,
  "core_um2": 217000,
  "mux_share_pct": 23.7,
  "grt_first_pass_wirelength_mm": 380,
  "antenna_found_initial": 19,
  "post_cts_resized": 0,
  "firstDrtPassIters": 6,
  "crit_top_cell": "buf_4",
  "post_cts_buffers": 0,
  "crit_fanout": 32,
  "warning_count": 89,
  "max_cap_viol_count": 0,
  "top_cell": "edfxtp_1",
  "syn_inst": 4705,
  "syn_avg_cell_area_um2": 13.9,
  "slew_headroom_pct": 29.5,
  "hold_class": "reg2reg",
  "place_congestion": 1.06,
  "htreeDepth": 4,
  "dieArea_um2": 220000,
  "ys_top_logic_family": "multiplexers",
  "fp.dieW_um": 469,
  "numSynthFlops": 1229,
  "grt_max_degree": 78,
  "yosys_warnings": 5,
  "end_kind": "output pin",
  "vias": 46700,
  "hold_viol": 0,
  "setup_viol": 0,
  "tns_ns": 0,
  "synth_area_um2": 65500,
  "crit_type": "reg2out",
  "avgRoutedWirePerCell_um": 35.4,
  "crit_family": "buffers and inverters",
  "drtIter0Drc": 4198,
  "hpwl_mm": 183,
  "postCtsHoldBufs": 0,
  "fp_util_pct": 30.2,
  "yosysCellCount": 4705,
  "drc": 0,
  "synth_cell_types": 97,
  "status": "finished, final reports clean",
  "reg2reg_from": "control.CS[8]$_DFF_P_",
  "holdCritStartpoint": "datapath.IR.Q[31]$_SDFFE_PP0P_",
  "numCtsBuffers": 132,
  "cts_sinks": 1229,
  "rsz0062_at_grt": "no",
  "maxSlewViolCount": 0,
  "cts_buffer_depth": 3,
  "grt.overflow.total": 0,
  "flop_cell": "edfxtp_1",
  "ys_sh_simple_pct": 6.77,
  "max_stage_delay_ns": 0.76,
  "drive_gt1_share_pct": 23.8,
  "grt_usage_pct": 26.3,
  "skew_ns": 0.0326,
  "yosys.area_share.aoi_pct": 10.4,
  "max-vdd-ir-drop_mv": 0.0591
}
per-layer routing:
| metal | part of all wire (%) | track usage (%) | wire [um] |
|---|---|---|---|
| met3 | 15 | 16.7 | 42100 |
| met1 | 33 | 30.2 | 91800 |
| met4 | 6.3 | 12.7 | 17300 |
| met2 | 45 | 38.6 | 123000 |
| met5 | 0.15 | 2.10 | 421 |
registers in the layout, indices dropped and copies added, names as in the netlist:
| signal | flops |
|---|---|
| datapath.MDR.Q | 32 |
| control.CS | 13 |
| datapath.PC.Q | 32 |
| datapath.Registers.mem | 1024 |
| datapath.A.Q | 32 |
| datapath.B.Q | 32 |
| datapath.aluOutReg.Q | 32 |
| datapath.IR.Q | 32 |
power by group:
group          internal (mW)  switching (mW)
sequential              1.83           0.118
combinational          0.406           0.794
clock                  0.838           0.636
total                   3.08            1.55
path summary, 6_finish.rpt:
kind | end | slack [ns] | cells after the start
max reg2reg | datapath.PC.Q[2]$_SDFFE_PP0P_ | 23.52 | 28
max | addr[26] | 22.50 | 7
min | control.CS[4]$_DFF_P_ | 0.51 | 1
min reg2reg | control.CS[4]$_DFF_P_ | 0.51 | 1
cell type report:
class	instances	area, um^2	share of cell area, %
diodes	5	12.5	0.0167
inverters	93	349	0.465
repair buffers	325	2750	3.66
multi-input cells	2997	29100	38.8
well taps	2854	3570	4.75
flip-flops and latches	1229	34900	46.5
clock inverters	72	825	1.10
clock buffers	171	3560	4.74
cells by family after synthesis:
family,Yosys count
AND-OR/OR-AND,971
XOR/XNOR,46
adder cells (fa/ha/maj),127
buffers and inverters,479
flip-flops,1229
multiplexers,938
AND/OR/NAND/NOR,915
layout by cell type, fill, tap and decap left out, drive strengths merged, types with 26 or more instances in the layout:
cell	instances
edfxtp	1024
mux2	171
mux4	474
nor3	87
nand3	50
clkbuf	171
clkinv	57
nor4	47
nand2b	26
dfxtp	205
buf	227
o21ai	134
a221oi	56
xnor2	40
nor2	315
inv	97
o22ai	98
a211oi	101
ha	125
a22o	27
o221ai	65
nand2	196
a211o	28
nor2b	53
o211ai	51
clkdlybuf4s50	98
nand4	32
mux2i	293
a21oi	178
per-stage QoR:
stage	cells	utilization (%)	setup WS (ns)	total power, mW	instance area (um^2)
after floorplan	4705	-	24.63	2.58	65500
after global placement	7498	32.6	23.41	3.15	70700
after detailed placement	7498	32.6	23.37	3.15	70700
after CTS	7741	34.6	22.53	4.61	75100
after global routing	7741	34.6	22.36	4.77	75100
final	7746	34.6	22.50	4.63	75100
Power is estimated from default activity; no workload was simulated.
